$ cat /design/flow/design.v
module ram(
	clk, rst, 
	adrs, din, dout, rd, wr, 
	ram20, ram21, ram22, ram23 );
	input  clk, rst;
	input  [1:0] adrs;
	input  [7:0] din;
	output [7:0] dout;
	input  rd, wr;
	output [7:0] ram20, ram21, ram22, ram23;
	reg    [7:0] ram_data[0:3];
	always@( posedge clk or negedge rst ) begin
		if( rst == 1'b0 ) begin
			ram_data[0] <= 8'h00;
			ram_data[1] <= 8'h00;
			ram_data[2] <= 8'h00;
			ram_data[3] <= 8'h00;
		end else if( wr == 1'b1 ) begin
			ram_data[adrs] <= din;
		end
	end
	assign dout = ( rd == 1'b1 ) ? ram_data[adrs] : 8'bxxxxxxxx;
	assign ram20 = ram_data[0];
	assign ram21 = ram_data[1];
	assign ram22 = ram_data[2];
	assign ram23 = ram_data[3];
endmodule
$ cat /design/flow/run.sh
#!/bin/bash
# OpenROAD 26Q1-2900-gdf79404cd8, Yosys 0.63+post, stock flow scripts
make -C /OpenROAD-flow-scripts/flow DESIGN_CONFIG=/design/flow/config.mk WORK_HOME=/design/flow/orfs finish
$ cat /design/flow/config.mk
export PLATFORM = sky130hd
export DESIGN_NAME = ram
export DESIGN_NICKNAME = ram
export VERILOG_FILES = /design/flow/design.v
export SDC_FILE = /design/flow/constraint.sdc
export NUM_CORES = 4
export LEC_CHECK = 1
export CORE_UTILIZATION = 30
$ cat /design/flow/constraint.sdc
current_design ram

set clk_period 2.0
set clk_io_pct 0.2

create_clock -name clk0 -period $clk_period [get_ports {clk}]

set non_clock_inputs [all_inputs -no_clocks]
set_input_delay [expr $clk_period * $clk_io_pct] -clock clk0 $non_clock_inputs
set_output_delay [expr $clk_period * $clk_io_pct] -clock clk0 [all_outputs]
==> run notes <==
fresh numbers from the pnr run: tool warnings 26, dpl ws -432 ps, Critical Path, Cell by Cell clkdlybuf4s15_2, bufbuf_16, mux4_2, clkdlybuf4s50_1, via/cell ratio 4.91, overall routed net length between 3000 and 4000 um, first-iteration detailed-routing DRC count slightly above 60, CP Max Fanout 4, Max Cap Viol 0, total gr overflow 0, global-route wire length before repair 5420 um, biggest regs ram_data: 32 flops, Vias roughly 1,000, Syn Inst Count about 78, CTS tree built, Biggest register ram_data, # rows 24, Tcrit/Tclk final 0.982, max FFs per register 32, Post-synth regs 32, number of global-route vias before repair about 1,000, CTS Buf Count 5, later-pin clock latency in the skew report roughly 270 ps, maximum VDD drop ~0.57 mV, final HPWL from detailed placement roughly 2300 um, Final Skew 0 ps, final hold slack between 500 and 600 ps, total placed cells including tap cells ~190, clock tree buffer depth 2, Synth cell types 9, FILL cells ~380, max-slew violation count 0, Ys Warns 2, I/O pin cnt ~54, Post-DP Area approximately 2100 um^2, Antenna Cells 0, Non-Filler Instances 209, # setup viols final 0, crit start category input port, post-route minimum period around 2000 ps, Reg clk slew, reported paths 60 ps, Mapped Area approximately 1400 um^2, Mean Syn Cell Area roughly 18 um^2, Core Area ~4400 um^2, Chip Width around 71 um, Leak Pwr between 1 and 1.5 nW, crit-path max cell delay 410 ps, largest net degree at the start of global routing 33, Setup crit end kind output port, Overall Global Routing Usage 0.145, ANT nets after route 0, critical path class in -> out, slew of the pin with the lowest slew margin 402 ps, crit path DAT 1560 ps, fmax between 0.5 and 0.6 GHz, Worst Path Required ~1600 ps, DRC viols 0, IO Port Bufs about 52, die footprint 5010 um^2, Core Util at FP 0.319, Hold Buf Count CTS 0, initial antenna violation count 0, hold crit path type in -> async, layout-stage area growth over the synthesis result 61.7%, utilization after layout 0.516, slowest stage cell, crit path clkdlybuf4s50_1, TritonCTS Sinks 32, H-tree depth 2, Post-synth seq share 0.564, ys cells between 70 and 80, Avg WL per Cell between 15 and 20 um, final instance area ~2300 um^2, chip area in the Yosys report 1420 um^2, detailed-router iteration count before antenna repair 22, PwrDens 857 nW/um^2, setup ws final ~37 ps, Slew Limit Headroom 0.732, Root Driver clkbuf_8, Chip Height around 70 um, final tally of hold violations 0, share of layout cells above drive strength 1 0.465, RD Place Congestion a little over 0.7, status finished, final reports clean
-- metal layers --
| layer | GRT usage | wire, um |
|---|---|---|
| met4 | 0.0222 | 29 |
| met5 | 0 | 0 |
| met3 | 0.0260 | 185 |
| met1 | 0.224 | 1490 |
| met2 | 0.232 | 1650 |
-- Yosys cell counts, drive strengths merged --
library cell | instances | area [um^2]
buf | 2 | 18.8
dfrtp | 32 | 801
mux2 | 32 | 360
mux4 | 8 | 188
nand3 | 1 | 10.0
nand3b | 2 | 22.5
nor3b | 1 | 18.8
-- cell usage in the layout, fill, tap and decap left out --
cell             Yosys  routed
nand3b_2             2       2
dfrtp_1             32      32
clkbuf_1             0       1
dlymetal6s2s_1       0       4
nand3_2              1       1
mux4_1               2       1
buf_12               0       2
buf_6                1       1
clkbuf_8             0       6
clkinvlp_4           0       1
bufbuf_16            0       1
mux2_2              32      32
buf_4                1      18
nor3b_4              1       1
dlygate4sd2_1        0       1
clkdlybuf4s50_1      0      45
mux4_2               6       7
clkdlybuf4s15_2      0       1
-- path summary, 6_finish.rpt --
kind                                start              to  slack (ps)  depth (start not counted)
setup / recovery                  adrs[1]         dout[3]          40                          4
hold / removal                        rst  ram_data[0][3]         530                          2
setup reg to reg           ram_data[3][5]  ram_data[3][5]        1110                          2
hold reg to reg            ram_data[1][6]  ram_data[1][6]         530                          1
max in group asynchronous             rst  ram_data[2][1]        1190                          2
min in group clk0          ram_data[1][6]  ram_data[1][6]         530                          1
-- power by group --
| part | switching (mW) | leakage (nW) | internal [mW] |
|---|---|---|---|
| Clock | 0.222 | 0.0445 | 0.279 |
| Sequential | 0.0881 | 0.379 | 0.772 |
| Combinational | 0.117 | 0.582 | 0.489 |
-- per-stage QoR --
step / TNS (ps) / power, mW
floorplan: 0 / 1.01
global placement: -3530 / 1.42
detailed placement: -3790 / 1.43
CTS: 0 / 1.94
global route: -13.2 / 2.09
finish: 0 / 1.97
-- cell type report --
cell class	count	area [um^2]	area share
clock buffer	7	86.3	0.0376
timing repair buffer	73	739	0.322
sequential	32	801	0.349
tap	52	65.1	0.0284
multi-input combinational	44	596	0.260
clock inverter	1	7.51	0.00327
-- cells by family after synthesis --
| logic type | after synthesis | synth area share |
|---|---|---|
| buf+inv | 2 | 0.0132 |
| flops | 32 | 0.564 |
| mux | 40 | 0.386 |
| simple gates | 4 | 0.0362 |
-- worst max-delay path: cells and delay by family --
| kind | cells | cell delay (ps) |
|---|---|---|
| buf+inv | 3 | 890 |
| mux | 1 | 270 |
-- timing repair --
action                     4_1_cts  5_1_grt
setup buffers                    1       11
gates resized                   10        5
cloned                           1        0
setup endpoints to repair        8        6
hold endpoints to repair         0        0
Power and IR drop assume default switching activity.
