File: design/flow/design.v
module cpu(
	clk, rst, adrs, din, dout, mem_read, mem_write, 
	pr, mar, ir, gr, sc );
	input  clk, rst;
	output [7:0] adrs;
	input  [7:0] din;
	output [7:0] dout;
	output mem_read;
	output mem_write;
	output [7:0] pr, mar, ir, gr;
	output [2:0] sc;
	wire   [7:0] a, b;
	wire   [7:0] y;
	wire   [1:0] alu_sel;
	wire   a_sel, pr_load, mar_load, ir_load, gr_load, sc_clear;
	assign a = ( a_sel == 1'b1 ) ? gr : pr;
	assign b = ( mem_read == 1'b1 ) ? din : 8'bxxxxxxxx;
	assign adrs = ( mem_read | mem_write == 1'b1 ) ? mar : 8'bxxxxxxxx;
	assign dout = ( mem_write == 1'b1 ) ? y : 8'bxxxxxxxx;
	reg8 reg_pr(  .clk(clk), .rst(rst), .load(pr_load),  .d(y), .q(pr)  );
	reg8 reg_mar( .clk(clk), .rst(rst), .load(mar_load), .d(y), .q(mar) );
	reg8 reg_ir(  .clk(clk), .rst(rst), .load(ir_load),  .d(y), .q(ir)  );
	reg8 reg_gr(  .clk(clk), .rst(rst), .load(gr_load),  .d(y), .q(gr)  );
	alu alu( .a(a), .b(b), .sel(alu_sel), .y(y) );
	cnt3 cnt_sc( .clk(clk), .rst(rst), .clear(sc_clear), .q(sc) );
	csg csg(
		.sc(sc), .ir(ir),
		.alu_sel(alu_sel), .a_sel(a_sel), 
		.pr_load(pr_load), .mar_load(mar_load), .ir_load(ir_load), .gr_load(gr_load), 
		.mem_read(mem_read), .mem_write(mem_write), .sc_clear(sc_clear) );
endmodule
module reg8(
	clk, rst, load, d, q );
	input  clk, rst, load;
	input  [7:0] d;
	output [7:0] q;
	reg    [7:0] q;
	always@( posedge clk or negedge rst ) begin
		if( rst == 1'b0 ) begin
			q <= 8'h00;
		end else if( load == 1'b1 ) begin
			q <= d;
		end
	end
endmodule
module cnt3(
	clk, rst, clear, q );
	input  clk, rst, clear;
	output [2:0] q;
	reg    [2:0] q;
	always@( posedge clk or negedge rst ) begin
		if( rst == 1'b0 ) begin
			q <= 3'h0;
		end else if( clear == 1'b1 ) begin
			q <= 3'h0;
		end else begin
			q <= q + 3'h1;
		end
	end
endmodule
module alu(
	a, b, sel, y );
	input  [7:0] a, b;
	input  [1:0] sel;
	output [7:0] y;
	reg    [7:0] y;
	always@( a or b or sel ) begin
		case( sel )
			2'b00 : y <= a;
			2'b01 : y <= b;
			2'b10 : y <= a + 1'b1;
			2'b11 : y <= a + b;
			default: y <= 8'hxx;
		endcase
	end
endmodule
module csg(
	sc, ir,
	alu_sel, a_sel, pr_load, mar_load, ir_load, gr_load,
	mem_read, mem_write, sc_clear );
	input  [7:0] ir;
	input  [2:0] sc;
	output [1:0] alu_sel;
	output a_sel, pr_load, mar_load, ir_load, gr_load;
	output mem_read, mem_write;
	output sc_clear;
	reg    [1:0] alu_sel;
	reg    a_sel, pr_load, mar_load, ir_load, gr_load;
	reg    mem_read, mem_write;
	reg    sc_clear;
	always@( ir or sc ) begin
		alu_sel   <= 2'bxx;
		a_sel     <= 1'bx;
		pr_load   <= 1'b0;
		mar_load  <= 1'b0;
		ir_load   <= 1'b0;
		gr_load   <= 1'b0;
		mem_read  <= 1'b0;
		mem_write <= 1'b0;
		sc_clear  <= 1'b0;
		case( sc )
			3'h0 : 
			begin  
				a_sel <= 1'b0;
				alu_sel <= 2'b00;
				mar_load <= 1'b1;
			end
			3'h1 :
			begin  
				a_sel <= 1'b0;
				alu_sel <= 2'b10;
				pr_load <= 1'b1;
			end
			3'h2 :
			begin  
				mem_read <= 1'b1;
				alu_sel <= 2'b01;
				ir_load <= 1'b1;
			end
			3'h3 :
			begin
				case( ir )
					8'h01, 8'h02, 8'h03,
					8'h04, 8'h05, 8'h06:  
					begin  
						a_sel <= 1'b0;
						alu_sel <= 2'b00;
						mar_load <= 1'b1;
					end
					default:  
					begin  
						sc_clear <= 1'b1;
					end
				endcase
			end
			3'h4 :
			begin  
				a_sel <= 1'b0;
				alu_sel <= 2'b10;
				pr_load <= 1'b1;
			end
			3'h5 :
			begin
				case( ir )
					8'h1 :  
					begin  
						mem_read <= 1'b1;
						alu_sel <= 2'b01;
						gr_load <= 1'b1;
						sc_clear <= 1'b1;
					end
					8'h3 :  
					begin  
						a_sel  <= 1'b1;
						mem_read <= 1'b1;
						alu_sel <= 2'b11;
						gr_load <= 1'b1;
						sc_clear <= 1'b1;
					end
					8'h6 :  
					begin  
						mem_read <= 1'b1;
						alu_sel <= 2'b01;
						pr_load <= 1'b1;
						sc_clear <= 1'b1;
					end
					8'h2, 8'h4, 8'h5:
					begin  
						mem_read <= 1'b1;
						alu_sel <= 2'b01;
						mar_load <= 1'b1;
					end
					default:;
				endcase
			end
			3'h6 :
			begin
				case( ir )
					8'h2 :  
					begin  
						mem_read <= 1'b1;
						alu_sel <= 2'b01;
						gr_load <= 1'b1;
						sc_clear <= 1'b1;
					end
					8'h4 :  
					begin  
						a_sel  <= 1'b1;
						mem_read <= 1'b1;
						alu_sel <= 2'b11;
						gr_load <= 1'b1;
						sc_clear <= 1'b1;
					end
					8'h5 :  
					begin  
						a_sel <= 1'b1;
						alu_sel <= 2'b00;
						mem_write <= 1'b1;
						sc_clear <= 1'b1;
					end
					default:;
				endcase
			end
			default:;
		endcase
	end
endmodule
File: design/flow/run.sh
#!/bin/bash
# OpenROAD 26Q1-2900-gdf79404cd8, Yosys 0.63+post, stock flow scripts
make -C /OpenROAD-flow-scripts/flow DESIGN_CONFIG=/design/flow/config.mk WORK_HOME=/design/flow/orfs finish
File: design/flow/config.mk
export PLATFORM = sky130hd
export DESIGN_NAME = cpu
export DESIGN_NICKNAME = cpu
export VERILOG_FILES = /design/flow/design.v
export SDC_FILE = /design/flow/constraint.sdc
export NUM_CORES = 4
export LEC_CHECK = 1
export CORE_UTILIZATION = 30
File: design/flow/constraint.sdc
current_design cpu

set clk_period 8.4
set clk_io_pct 0.2

create_clock -name clk0 -period $clk_period [get_ports {clk}]

set non_clock_inputs [all_inputs -no_clocks]
set_input_delay [expr $clk_period * $clk_io_pct] -clock clk0 $non_clock_inputs
set_output_delay [expr $clk_period * $clk_io_pct] -clock clk0 [all_outputs]
==> flow.log <==
[metrics] run summary
[metrics] FP Rows: 31
[metrics] total clock buffers created by CTS: 5
[metrics] routed vias/inst: 5.01
[metrics] area of the mapped netlist: 2330 sq um
[metrics] number of synthesized flops with an enable pin: 0
[metrics] total negative slack: 0 ns
[metrics] LEAKAGE: 1.31 nW
[metrics] Min Hold Slack: 0.527 ns
[metrics] total of hold buffers inserted after clock tree synthesis: 0
[metrics] cell area power density: 275 nW/um^2
[metrics] number of placed I/O pins: 63
[metrics] TritonCTS clock tree: yes
[metrics] asr flop ratio synth: 100%
[metrics] Clk Latency, worst-skew pair: 0.29 ns
[metrics] residual DRC count: 0
[metrics] element type at the critical path start: input pin
[metrics] Critical Path Max Stage Delay: 0.52 ns
[metrics] instance count on the critical path: 10
[metrics] total cells reported by yosys after synthesis: 220
[metrics] Pins Over Slew Limit: 0
[metrics] Crit path required time: 6.72 ns
[metrics] wire length of the first global-routing pass: 9560 um
[metrics] antenna violations before repair: 0
[metrics] maximum vdd ir drop: 110 uV
[metrics] final setup violation count: 0
[metrics] setup repair after global routing missed its margin: false
[metrics] Final Power: 854 uW
[metrics] kind of cell with the highest combined delay on the critical path: buffers and inverters
[metrics] wire per inst: 15.0 um
[metrics] number of H-tree levels: 2
[metrics] summed area of non-filler cells in the final layout: 3110 sq um
[metrics] most frequent logic cells in the routed design: sky130_fd_sc_hd__clkdlybuf4s50_1, sky130_fd_sc_hd__dfrtp_1, sky130_fd_sc_hd__mux2_2, sky130_fd_sc_hd__nand2_1, sky130_fd_sc_hd__ha_1
[metrics] Placer Congestion: 0.871
[metrics] Clock Sinks: 35
[metrics] commonest register cell after synthesis: sky130_fd_sc_hd__dfrtp_1
[metrics] DRT antenna net count: 0
[metrics] clock transition time at the flip-flop clock pins of the worst setup and hold paths: 0.07 ns
[metrics] Resized cells post-CTS: 0
[metrics] OpenROAD warning count: 28
[metrics] ratio of final minimum period to clock period: 72.0%
[metrics] highest net fanout along the worst path: 5
[metrics] WL final: 5650 um
[metrics] Die H: 90.1 um
[metrics] Global Route Usage Sum: 14.8%
[metrics] diode count: 0
[metrics] path depth of the worst reg2reg path: 12
[metrics] startpoint of the worst setup timing path: din[0]
[metrics] Die W: 90.1 um
[metrics] worst path cell trace: clkdlybuf4s50_1 > nand3b_1 > ha_1 > fa_1 > a21o_1 > a21oi_1 > o21ai_0 > xnor2_1 > mux2i_2 > clkdlybuf4s50_1
[metrics] max-capacitance violation count: 0
[metrics] Flops after synth: 35
[metrics] Synth-to-Final Area Change: 33.3%
[metrics] Detailed Routing Iterations Pass 1: 4
[metrics] Yosys Chip Area: 2330 sq um
[metrics] Highest Signal Layer: met4
[metrics] Worst Max-Slew Pin Slew: 0.534 ns
[metrics] via total after detailed routing: 1885
[metrics] relative slew slack: 64.1%
[metrics] met3 wire length: 304 um
[metrics] chip area: 8130 sq um
[metrics] filler cell count: 706
[metrics] beginning of the worst hold path: reg_gr.q[6]
[metrics] total gr overflow: 0
[metrics] sequential cell area: 876 sq um
[metrics] number of distinct library cells after synthesis: 42
[metrics] minimum clock period after layout: 6.05 ns
[metrics] final worst clock skew: 0.00816 ns
[metrics] data arrival time at the worst-slack endpoint: 4.37 ns
[metrics] average cell area after synthesis: 10.6 sq um
[metrics] Multi-input gate area: 1320 sq um
[metrics] crit path max-delay cell type: sky130_fd_sc_hd__clkdlybuf4s50_1
[metrics] number of global-route vias before repair: 1832
[metrics] layout cell share with drive strength beyond 1: 19.5%
[metrics] Syn Inst Count: 220
[metrics] outcome: finished, final reports clean
[metrics] buffers from clock root to sink, at most: 2
[metrics] half-perimeter wire length after detailed placement: 4020 um
[metrics] placeable core area: 7370 sq um
[metrics] Worst path most repeated cell: sky130_fd_sc_hd__clkdlybuf4s50_1
[metrics] sum of met2 wire segment lengths after detailed routing: 2550 um
[metrics] tally of yosys warning messages: 4
[metrics] class of the tightest hold or removal check: flop to flop
[metrics] portion of the post-synthesis area used by sequential elements: 37.6%
[metrics] pin count of the biggest net entering global routing: 36
[metrics] FP Util: 31.6%
[metrics] crit end category: output pin
[metrics] CTS root buf: sky130_fd_sc_hd__clkbuf_8
[metrics] count of input and output buffers: 62
[metrics] timing-limited maximum frequency: 165 MHz
[metrics] met1 routed wirelength after detailed routing: 2740 um
[metrics] worst path bufs/invs: 2
[metrics] most common cell after layout, fill and taps aside: sky130_fd_sc_hd__clkdlybuf4s50_1
[metrics] kind of critical path: input pin to output pin
[metrics] launch point of the worst reg-to-reg path: reg_ir.q[5]
[metrics] post-placement cell area: 3010 sq um
[metrics] number of cells on the worst hold path: 1
[metrics] Post CTS Setup Buffer Count: 0
[metrics] number of violations reported at the end of detailed-routing iteration 0: 96
[metrics] total count of hold-check failures in the final report: 0
-- final cells by class --
type | count | area share (%)
clock buffers | 8 | 3.22
inverters | 7 | 0.845
multi-input cells | 159 | 42.5
flip-flops and latches | 35 | 28.2
well taps | 99 | 3.99
repair buffers | 68 | 21.3
-- power breakdown --
part	internal (mW)	switching [mW]	leakage, nW	total, mW
sequential	0.223	0.0604	0.413	0.284
combinational	0.282	0.152	0.842	0.434
clock	0.0749	0.0616	0.0515	0.136
-- path summary, 6_finish.rpt --
| check | endpoint | slack, ns |
|---|---|---|
| hold / removal | reg_gr.q[6] | 0.53 |
| max in group asynchronous | reg_ir.q[0] | 6.65 |
| setup / recovery | dout[6] | 2.35 |
| min in group asynchronous | reg_pr.q[4] | 1.43 |
| setup reg to reg | reg_gr.q[6] | 4.72 |
| hold reg to reg | reg_gr.q[6] | 0.53 |
-- layer usage --
layer  GRT usage [%]  up-vias
met5               0        -
met4            1.08        0
met3            2.66        5
met2            22.5       65
met1            23.4      903
li1                -      912
-- stage by stage --
step                utilization, %  setup slack [ns]  cells
finish                        42.2              2.35    376
CTS                           42.2              2.35    376
global placement              40.8              2.37    368
floorplan                        -              3.52    220
detailed placement            40.8              2.37    368
global route                  42.2              2.15    376
-- sequential cells by signal, indices dropped and copies added (netlist names) --
signal     flops
reg_gr.q       8
reg_ir.q       8
reg_mar.q      8
reg_pr.q       8
cnt_sc.q       3
-- cells by family (layout without fill, tap and decap cells) --
| group | after synthesis | in the layout | synth area share [%] |
|---|---|---|---|
| buffers and inverters | 26 | 83 | 5.74 |
| multiplexers | 43 | 43 | 20.6 |
| flip-flops | 35 | 35 | 37.6 |
| adder cells (fa/ha/maj) | 13 | 13 | 7.30 |
| AND-OR/OR-AND | 40 | 40 | 13.1 |
| XOR/XNOR | 6 | 6 | 2.25 |
| AND/OR/NAND/NOR | 57 | 57 | 13.5 |
-- cells in the mapped netlist (all sizes together), types with 2 or more instances --
master	number	area share (%)
a211oi	2	0.64
a21o	8	2.6
a21oi	10	2.1
a31oi	5	1.3
a32oi	3	1.1
and2	2	0.54
and3	8	2.1
buf	11	3.3
clkbuf	8	1.3
dfrtp	35	38
ha	12	6.4
inv	7	1.1
mux2	36	17
mux2i	7	3.2
nand2	14	2.3
nand3	4	0.86
nand3b	4	1.3
nand4	2	0.54
nor2	8	1.3
nor2b	5	1.3
nor4	2	0.54
o21ai	5	1.4
o31ai	3	2.0
or4	3	0.97
xnor2	3	1.1
xor2	3	1.1
-- worst reg2reg max path, stage by stage, from the launching register on --
cell and delay [ns]:
sky130_fd_sc_hd__dfrtp_1 0.40, sky130_fd_sc_hd__or4_1 0.68, sky130_fd_sc_hd__o41ai_2 0.35, sky130_fd_sc_hd__nand3b_1 0.11, sky130_fd_sc_hd__buf_4 0.23, sky130_fd_sc_hd__and3_1 0.23
sky130_fd_sc_hd__fa_1 0.43, sky130_fd_sc_hd__a21o_1 0.17, sky130_fd_sc_hd__a21oi_1 0.21, sky130_fd_sc_hd__o21ai_0 0.15, sky130_fd_sc_hd__xnor2_1 0.18, sky130_fd_sc_hd__mux2i_2 0.14
sky130_fd_sc_hd__mux2_1 0.30
Power figures rest on the tool's default switching activity, not on a simulated workload.
