==> ./design.v <==
module io_port(
	clk, rst, 
	adrs, din, dout, rd, wr, 
	rtsw_a, rtsw_b, key, bz_val, bz_wr, 
	io24, io25, io26, io27 );
	input  clk, rst;
	input  [ 1:0] adrs;
	input  [ 7:0] din;
	output [ 7:0] dout;
	input  rd, wr;
	input  [ 3:0] rtsw_a;
	input  [ 3:0] rtsw_b;
	input  [19:0] key;
	output [ 7:0] bz_val;
	output bz_wr;
	output [ 7:0] io24, io25, io26, io27;
	reg    bz_wr;
	reg    [ 7:0] io_data[0:3];
	always@( posedge clk or negedge rst ) begin
		if( rst == 1'b0 ) begin
			io_data[0] <= 8'b00000000;
			io_data[1] <= 8'b00000000;
			io_data[2] <= 8'b00000000;
			io_data[3] <= 8'b00000000;
			bz_wr <= 1'b0;
		end else begin
			io_data[0] <= {rtsw_a, 4'h0};
			io_data[1] <= {4'h0, rtsw_b};
			case( key )
				20'h00001 : io_data[2] <= 8'h00;
				20'h00002 : io_data[2] <= 8'h01;
				20'h00004 : io_data[2] <= 8'h02;
				20'h00008 : io_data[2] <= 8'h03;
				20'h00020 : io_data[2] <= 8'h04;
				20'h00040 : io_data[2] <= 8'h05;
				20'h00080 : io_data[2] <= 8'h06;
				20'h00100 : io_data[2] <= 8'h07;
				20'h00400 : io_data[2] <= 8'h08;
				20'h00800 : io_data[2] <= 8'h09;
				20'h01000 : io_data[2] <= 8'h0A;
				20'h02000 : io_data[2] <= 8'h0B;
				20'h08000 : io_data[2] <= 8'h0C;
				20'h10000 : io_data[2] <= 8'h0D;
				20'h20000 : io_data[2] <= 8'h0E;
				20'h40000 : io_data[2] <= 8'h0F;
			endcase
			if( wr == 1'b1 ) begin
				io_data[adrs] <= din;
				bz_wr <= ( adrs == 2'b11 );
			end else begin
				bz_wr <= 1'b0;
			end
		end
	end
	assign dout = ( rd == 1'b1 ) ? io_data[adrs] : 8'bxxxxxxxx;
	assign bz_val = io_data[3];
	assign io24 = io_data[0];
	assign io25 = io_data[1];
	assign io26 = io_data[2];
	assign io27 = io_data[3];
endmodule
==> ./run.sh <==
#!/bin/bash
# OpenROAD 26Q1-2900-gdf79404cd8, Yosys 0.63+post, stock flow scripts
make -C /OpenROAD-flow-scripts/flow DESIGN_CONFIG=/design/flow/config.mk WORK_HOME=/design/flow/orfs finish
==> ./config.mk <==
export PLATFORM = sky130hd
export DESIGN_NAME = io_port
export DESIGN_NICKNAME = io_port
export VERILOG_FILES = /design/flow/design.v
export SDC_FILE = /design/flow/constraint.sdc
export NUM_CORES = 4
export LEC_CHECK = 1
export CORE_UTILIZATION = 30
==> ./constraint.sdc <==
current_design io_port

set clk_period 2.3
set clk_io_pct 0.2

create_clock -name clk0 -period $clk_period [get_ports {clk}]

set non_clock_inputs [all_inputs -no_clocks]
set_input_delay [expr $clk_period * $clk_io_pct] -clock clk0 $non_clock_inputs
set_output_delay [expr $clk_period * $clk_io_pct] -clock clk0 [all_outputs]
==> flow_metrics.tcl <==
# flow metrics
set metrics [dict create \
    max_stage_delay_ns 0.54 \
    edf_count 0 \
    gp_congestion 0.9145 \
    yosysMostFrequentCell "dfrtp_1" \
    timing.hold.ws_ns 0.5398 \
    crit_path_max_fanout 4 \
    outcome "completed" \
    routed_wirelength_um 5367 \
    clk_path_buf_depth 2 \
    post-dp-hpwl_um 4255 \
    fin_cells 385 \
    synth-area-yosys_um2 1966 \
    timing.max_cap.violations 0 \
    route.layer.met1.wl_um 2315 \
    achievable-frequency_mhz 440.1 \
    clk_transition_reported_paths_ns 0.06 \
    timing.critical_path.max_delay_family "simple AND/OR/NAND/NOR gates" \
    cp_num_buf_inv 2 \
    ys_dominant_reg_cell "dfrtp_1" \
    setup.reg_to_reg.worst_slack_ns 1.35 \
    io_buffer_count 89 \
    layout_worst_path_cycle_share_pct 98.79 \
    yosys.area.top_type "dfrtp_1" \
    drc 0 \
    postSynth.asyncResetShare_pct 100.0 \
    dr_total_vias 1870 \
    cell_at_the_root_of_the_clock_tree "clkbuf_8" \
    seq_area_frac_synth_pct 42.01 \
    mappedNetlistArea_um2 1966 \
    fin_util_pct 53.52 \
    regToRegStartpoint "io_data[2][0]$_DFF_PN0_" \
    syn-instance-count 179 \
    common_cells "dfrtp_1, mux2_2, nor2_1" \
    post-synth-top-area-fraction_pct 42.01 \
    worstPathCellList "clkdlybuf4s15_1, or4_4, buf_6, or4_4, a21o_1, and3_4, a31o_1" \
    holdPathStages 1 \
    warning_count 28 \
    clock.latency.late_pin_ns 0.28 \
    topRoutingLayerUsed "met4" \
    antenna_found_initial 0 \
    detail_route.iter0.violations 36 \
    whs_endpoint "io_data[2][4]$_DFF_PN0_" \
    synth_cell_type_count 38 \
    max_vdd_drop_uv 293.7 \
    tritoncts "done" \
    r2r.worst_path.cells 3 \
    hp-start "io_data[2][4]$_DFF_PN0_" \
    leakage_nw 1.402 \
    design_area_um2 3398 \
    final_antenna_net_count 0 \
    syn_area_per_cell_um2 10.98 \
    worst_ep_required_time_ns 2.47 \
    worst_setup_path_start_kind "input port" \
    floorplan.core_util_pct 30.96 \
    holdBufCountCts 0 \
    timing_hold_violations_final 0 \
    full_die_area_um2 6880 \
    place_inst 374 \
    num_io_pins 91 \
    std_cell_rows 29 \
    grt_remaining_overflow 0 \
    routed-wl-met3_um 272 \
    placeableCoreArea_um2 6350 \
    met2_length_um 2707 \
    flow.area_growth_from_synthesis_pct 72.88 \
    routed_via_density 4.857 \
    setup_total_negative_slack_ns 0 \
    ys_cells 179 \
    tritoncts_num_sinks 33 \
    ys_top_cells_by_area "dfrtp_1, mux2_2, mux4_2" \
    first_global_vias 1865 \
    rsz0062_at_grt "yes" \
    cts_inserted_buffers 5 \
    tightestPinTransition_ns 0.4132 \
    clock_tree.htree_level_count 2 \
    grt_max_degree 34 \
    timing.setup.critical_path_class "in2reg" \
    instance_area_after_placement_um2 3233 \
    drt-wirelength-per-cell_um 13.94 \
    crit_path_top_delay_cell "or4_4" \
    die-height_um 82.95 \
    yosys_warnings 2 \
    numSynthFlops 33 \
    detailedRoute.firstPassIterationCount 4 \
    finalMaxSlewViolations 0 \
    timing.hold.worst.class "reg2reg" \
    dieWidth_um 82.95 \
    post_route_clock_skew_ns 0 \
    capture_instance_of_the_worst_register_to_register_path "io_data[2][0]$_DFF_PN0_" \
    setup_viol 0 \
    power-per-cell-area_nw_per_um2 483.0 \
    overall_track_demand_over_capacity_in_global_routing_pct 16.43 \
    data_arrival_critical_path_ns 2.44 \
    layout_min_cycle_time_ns 2.272 \
    max_slew_margin_pct 72.45 \
    n_antenna_cell 0 \
    grt_first_pass_wirelength_um 8963 \
    layout-drive-gt1-share_pct 35.39 \
    path_common_cell "or4_4" \
    worstSetupEndpointType "register" \
]
-- through the flow --
step                power, mW  setup slack (ns)
global route            1.724          -0.02174
finish                  1.641           0.02794
global placement        1.224           -0.5304
CTS                     1.661          0.001042
floorplan              0.8640          -0.07874
detailed placement      1.228           -0.5448
-- kinds of logic after synthesis --
| kind of cell | share of synthesized area, % |
|---|---|
| buffers and inverters | 4.455 |
| flip-flops | 42.01 |
| AND/OR/NAND/NOR | 21.07 |
| AND-OR/OR-AND | 9.103 |
| multiplexers | 18.90 |
| XOR/XNOR | 4.456 |
-- per-layer routing --
metal / vias up / GRT usage (%)
met4: 0 / 1.881
li1: 921 / -
met1: 876 / 22.32
met2: 66 / 29.14
met5: - / 0
met3: 7 / 2.624
-- power breakdown --
| part | switching (mW) | internal (mW) |
|---|---|---|
| Sequential | 0.0557 | 0.645 |
| Clock | 0.191 | 0.237 |
| Combinational | 0.131 | 0.382 |
-- worst max-delay path by stage --
stage | start | end | slack (ns) | cells past startpoint
final | key[7] | io_data[2][4]$_DFF_PN0_ | 0.03 | 7
after global routing | key[7] | io_data[2][0]$_DFF_PN0_ | -0.02 | 6
after CTS | key[7] | io_data[2][0]$_DFF_PN0_ | 0.001 | 8
-- timing repair --
item | 4_1_cts | 5_1_grt
resized | 47 | 17
endpoints found under the setup margin | 15 | 12
gates cloned | 1 | 0
buffers inserted | 3 | 0
pin swaps | 11 | 6
-- flip-flops by register name, indices dropped and copies added, names as in the netlist --
name,flops
bz_wr,1
io_data,32
-- placed cells by master (no fill, tap or decap), types with 6 or more instances in the layout --
cell type        count
clkdlybuf4s50_1     68
or4_4                9
nor3_1               6
nor2_1              13
dlygate4sd2_1        6
mux4_2               8
buf_4               40
mux2_2              17
xnor2_1              9
clkbuf_8             6
dfrtp_1             33
and2_1              12
-- cell type report --
class	count	area (um^2)
multi-input cells	131	1135
fillers	549	2952
inverters	1	3.754
repair buffers	136	1251
clock buffers	7	86.33
well taps	77	96.34
flip-flops and latches	33	825.8
Power and IR drop assume default switching activity.
